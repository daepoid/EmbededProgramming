File: design/flow/design.v
module combine(eq, lt, gt, eq0, lt0, gt0, eq1, lt1, gt1);
  input eq0, lt0, gt0, eq1, lt1, gt1;
  output eq, lt, gt;
  assign eq = eq0 & eq1;  
  assign lt = lt1 | eq1 & lt0;  
  assign gt = gt1 | eq1 & gt0;  
endmodule
module comparator1(eq, lt, gt, a, b);
  input a, b;
  output eq, lt, gt;
  assign lt = ~a & b;  
  assign gt = a & ~b;  
  assign eq = a & b | ~a & ~b;  
endmodule
module comparator2(eq, lt, gt, A, B);
  output gt, lt, eq;
  input [1:0]A, B;
  wire w1, w0, gt1, lt1, eq1, gt2, lt2, eq2;
  comparator1 u1(eq1, lt1, gt1, A[1], B[1]);
  comparator1 u2(eq0, lt0, gt0, A[0], B[0]);
  combine u3(eq, lt, gt, eq0, lt0, gt0, eq1, lt1, gt1);
endmodule
module comparator4(eq, lt, gt, A, B);
  output gt, lt, eq;
  input [3:0]A, B;
  wire w1, w0, gt1, lt1, eq1, gt2, lt2, eq2;
  comparator2 u1(eq1, lt1, gt1, A[3:2], B[3:2]);
  comparator2 u2(eq0, lt0, gt0, A[1:0], B[1:0]);
  combine u3(eq, lt, gt, eq0, lt0, gt0, eq1, lt1, gt1);
endmodule
File: design/flow/run.sh
#!/bin/bash
# OpenROAD 26Q1-2900-gdf79404cd8, Yosys 0.63+post, stock flow scripts
make -C /OpenROAD-flow-scripts/flow DESIGN_CONFIG=/design/flow/config.mk WORK_HOME=/design/flow/orfs finish
File: design/flow/config.mk
export PLATFORM = sky130hd
export DESIGN_NAME = comparator4
export DESIGN_NICKNAME = comparator4
export VERILOG_FILES = /design/flow/design.v
export SDC_FILE = /design/flow/constraint.sdc
export NUM_CORES = 4
export LEC_CHECK = 1
export CORE_AREA = 10 10 70 70
export DIE_AREA = 0 0 80 80
File: design/flow/constraint.sdc
current_design comparator4

set clk_period 3.0
set clk_io_pct 0.2

create_clock -name clk0 -period $clk_period

set non_clock_inputs [all_inputs -no_clocks]
set_input_delay [expr $clk_period * $clk_io_pct] -clock clk0 $non_clock_inputs
set_output_delay [expr $clk_period * $clk_io_pct] -clock clk0 [all_outputs]
==> results.txt <==
Implementation progress

The data arrival time of the worst path stands at 2190 ps. At the floorplan stage, the core utilization is reported as 0.0509. The layout-stage area growth over the synthesis result stands at 96.4%. The first global-routing pass estimated 779 µm of wire. The highest clock rate this design can be run at is 359 MHz. The count of inserted antenna diode cells stands at 0. The number of nets with antenna violations after routing stands at 0. Routed signal wires occupy layers up through met3. The number of primary I/O pins stands at 11.

After detailed routing, the number of vias per cell comes to 2.11. The total congestion overflow after global routing stands at 0. Dividing the synthesized area by the synthesized cell count gives 7.25 µm². The post-synthesis cell area stands at 174 µm².

The final hold violation count recorded for this run is 0. The number of setup violations in the final report stands at 0. The detailed-routing wirelength on met1 stands at 201 µm.

The number of cells reported by Yosys stat comes to 24. Of the post-synthesis cell area, the dominant cell type holds 0.576. Per the power-grid run, VDD falls by no more than 0.00970 mV. The routed wire length on met2 stands at 227 µm.

In the detailed route, the total length drawn on met3 is 73 µm. The initial antenna violation count is 0. The DRC violations left stands at 0.

The critical path in this run is classified as input port to primary output. Summed over all instances, the cell type with the most area after synthesis is sky130_fd_sc_hd__ha_1. The actual transition at the worst max-transition pin stands at 148 ps. The synthesis report lists the most area-consuming cells as sky130_fd_sc_hd__ha_1 (58%), sky130_fd_sc_hd__inv_1 (17%), sky130_fd_sc_hd__a21oi_1 (12%), sky130_fd_sc_hd__and4_2 (5.8%), sky130_fd_sc_hd__o21ai_1 (5.8%). Per the run summary, max-cap violations total 0. The detailed router placed 171 vias in this run.

Per Yosys stat, the portion of area used by sequential elements is 0. The iteration tally of the first detailed-router pass stands at 4. Ranked by instance count, the synthesized netlist is headed by sky130_fd_sc_hd__ha_1 (8), sky130_fd_sc_hd__inv_1 (8), sky130_fd_sc_hd__a21oi_1 (4).

The worst setup path is launched from an input port. Headroom to the max-slew limit came out at 0.900. The horizontal die dimension stands at 80 µm. Setup repair after global routing left no endpoint under its margin.

The fraction of layout cells with a size suffix above 1 stands at 0.0286. Wires add up to 501 µm. The run finished with clean final reports. The number of flip-flops and latches stands at 0. Buffers added to address setup during post-CTS repair amount to 0. The worst setup path is captured at a primary output. The via count of the first global-routing pass stands at 150. The die is 80 µm tall. The stage logs contain a warning count of 36. Warnings reported by Yosys during synthesis add up to 6.

Per the layout area report, the register area comes to 0 µm². The critical path ends at lt. The final setup slack of the worst path stands at 214 ps. Yosys reports a chip area of 174 µm². The script computed a power per unit cell area of 101 nW/µm². The all-layer global routing usage stands at 0.0148. The total die size stands at 6400 µm². In this run, distinct cell masters in the synthesized netlist total 6.

The maximum net fanout on the critical path stands at 4. Per the final report, max-transition violations number 0. In the finished design, the share of the clock period the worst path needs comes to 0.929. The worst path needs 2790 ps of the cycle, external delays included. Checking hold timing, the worst path is listed with class input port to primary output. The required time at the endpoint of the critical path stands at 2400 ps. The post-place setup slack stands at 175 ps.

The global placement routability congestion stands at 0.671. Entering global routing, the biggest net connects 5 pins. The startpoint identified for the worst hold timing path is B[3].

The number of DRC markers in iteration 0 stands at 5. The quantity of hold-fixing buffers added after cts stands at 0. The number of standard cells after synthesis stands at 24. Setup total negative slack on the finished layout was measured at 0 ps. The half-perimeter wire length after placement stands at 471 µm. The critical path starts at A[3]. The number of placement rows stands at 21.

Dividing the detail-routed wire length by the instance count gives 6.19 µm. The number of port buffers stands at 11. The leakage power in the latest report is 0.161 nW. Per the layout report, the design carries 0 clock buffers. In this run the standard cell core region covers 3420 µm². Post-CTS repair ended up resizing 0 cells.
==> report_power, final <==
group / switching [mW] / internal [mW] / total, mW
sequential: 0 / 0 / 0
clock: 0 / 0 / 0
combinational: 0.0121 / 0.0223 / 0.0344
==> logic make-up (layout without fill, tap and decap cells) <==
group | Yosys count | count (layout) | synth area share
fa+ha+maj | 8 | 8 | 0.576
compound gates | 6 | 6 | 0.173
buf+inv | 8 | 19 | 0.173
simple gates | 2 | 2 | 0.0791
==> layout make-up <==
| class | instances | area, µm² |
|---|---|---|
| timing repair buffer | 11 | 110 |
| fill | 399 | 3070 |
| multi-input combinational | 16 | 144 |
| inverter | 8 | 30.0 |
| tap | 46 | 57.6 |
==> metal layers <==
metal | global-route usage | vias up
li1 | - | 98
met1 | 0.0198 | 67
met2 | 0.0241 | 6
met3 | 0.00455 | 0
met4 | 0 | 0
met5 | 0 | -
==> per-stage QoR <==
step | total power, mW | cell area (µm²) | util | hold WS [ps] | std cells
2_1_floorplan | 0.0128 | 174 | - | 1380 | 24
3_3_place_gp | 0.0351 | 342 | 0.100 | 2400 | 81
3_5_place_dp | 0.0353 | 342 | 0.100 | 2410 | 81
4_1_cts | 0.0357 | 342 | 0.100 | 2410 | 81
5_1_grt | 0.0398 | 342 | 0.100 | 2450 | 81
6_report | 0.0344 | 342 | 0.100 | 2390 | 81
==> worst min-delay path by stage <==
stage | endpoint | slack (ps) | cells after the start
after CTS | gt | 2410 | 6
after global routing | gt | 2450 | 6
final | gt | 2390 | 6
==> critical path, cell delays in order <==
cell and delay (ps):
sky130_fd_sc_hd__clkdlybuf4s50_1 490, sky130_fd_sc_hd__inv_1 50, sky130_fd_sc_hd__ha_1 320, sky130_fd_sc_hd__nand2_1 80, sky130_fd_sc_hd__o21ai_1 150, sky130_fd_sc_hd__clkdlybuf4s50_1 490
==> layout by cell type, fill, tap and decap left out <==
cell,netlist,layout
sky130_fd_sc_hd__clkdlybuf4s50_1,0,11
sky130_fd_sc_hd__inv_1,8,8
sky130_fd_sc_hd__ha_1,8,8
sky130_fd_sc_hd__a21oi_1,4,4
sky130_fd_sc_hd__o21ai_1,2,2
sky130_fd_sc_hd__nand2_1,1,1
sky130_fd_sc_hd__and4_2,1,1
No activity file was given, so power comes from the tool's default toggle rates.
