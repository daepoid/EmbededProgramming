File: /design/flow/run.sh
#!/bin/bash
# OpenROAD 26Q1-2900-gdf79404cd8, Yosys 0.63+post, stock flow scripts
make -C /OpenROAD-flow-scripts/flow DESIGN_CONFIG=/design/flow/config.mk WORK_HOME=/design/flow/orfs finish
File: /design/flow/config.mk
export PLATFORM = sky130hd
export DESIGN_NAME = add_rca4
export DESIGN_NICKNAME = add_rca4
export VERILOG_FILES = /design/flow/design.v
export SDC_FILE = /design/flow/constraint.sdc
export NUM_CORES = 4
export LEC_CHECK = 1
export CORE_AREA = 10 10 70 70
export DIE_AREA = 0 0 80 80
File: /design/flow/constraint.sdc
current_design add_rca4

set clk_period 5.0
set clk_io_pct 0.2

create_clock -name clk0 -period $clk_period

set non_clock_inputs [all_inputs -no_clocks]
set_input_delay [expr $clk_period * $clk_io_pct] -clock clk0 $non_clock_inputs
set_output_delay [expr $clk_period * $clk_io_pct] -clock clk0 [all_outputs]
File: /design/flow/design.v
module add_rca4(c4, s, a, b, c0);
  input [3:0]a, b;
  input c0;
  output [3:0]s;
  output c4;
  wire [3:1]c;
  fulladder u1(s[0], c[1], a[0], b[0], c0);
  fulladder u2(s[1], c[2], a[1], b[1], c[1]);
  fulladder u3(s[2], c[3], a[2], b[2], c[2]);
  fulladder u4(s[3], c4, a[3], b[3], c[3]);
endmodule
module fulladder(sum, cout, a, b, cin);
  output sum, cout;
  input a, b, cin;
  wire w1, w2, w3;
  halfadder u1(w1, w2, a, b);
  halfadder u2(sum, w3, cin, w1);
  or u3(cout, w2, w3);
endmodule
module halfadder (sum, cout, a, b);
  input a, b;
  output cout, sum;
  xor(sum, a, b);
  and(cout, a, b);
endmodule
==> reports/results.ini <==
[synth]
postSynthAreaPerCell_um2=8.758
ys_sh_xor=0
top_logic_kind=adder cells
ys_seq_frac=0
simple_gate_share=0
ys_warn_count=0
synthAdderAreaFrac=0.5714
syn_area_um2=140.1
top_cell=inv_1
synth_chip_area_um2=140.1
ys_cells=16
ys_types=3
ys_top_cells_by_area=fa_1, buf_4, inv_1
mux_share=0
aoi_share=0
netlist.area_leader.share=0.5714
ys_top_cells_by_count=inv_1, buf_4, fa_1
syn_inst=16
synth_area_leader_cell=fa_1

[routing]
routed-wl-met3_um=117
met1_length_um=192
drt_iter0_markers=0
drc=0
met2WireLength_um=218
via_per_inst=1.597
antenna_left=0
diodes=0
wl_per_cell_um=7.319
top_layer=met3
routed_wirelength_um=527
num_vias=115
detail_route.first_pass.iterations=1

[global_route]
grt_pass1_wl_um=745
grt_pass1_vias=132
globalRouteOverflowTotal=0
grt.total_usage=0.01554
antenna_found_initial=0
grt_max_degree=2

[timing]
slew_viol_final=0
rsz0062_at_grt=false
relSlewSlack=0.9409
period_used_share=0.8876
worst_pin_slew_ns=0.08832
hold_violations=0
fin_crit_ns=4.438
fmaxAchievable_mhz=225.3
finalSetupViolCount=0
fin_setup_tns_ns=0

[pwr]
swShare=0.2773
vdd_drop_max_uv=9.177
pwr_density_cell_mw_per_mm2=93.51
p_leak_uw=0.0001266
clkPwrFrac=0
p_sw_uw=7.980
total_power_uw=28.78
seqPwrFrac=0
power.internal_uw=20.80
p_comb_frac=1.000

[finish]
nClkBuffers=0
layout.cells.non_filler=72
drive_gt1_frac=0
ff_count=0
post-route-cell-area_um2=307.8
finalCoreUtilization=0.09011
flop_area_um2=0
syn2layout_area_growth_pct=119.6

[die]
coreArea_mm2=0.003416
rows=21
die_area_mm2=0.006400
floorplan.core_util=0.04103
ios=14
fp.dieW_um=80
die_y_um=80

[min_path]
hold_class=input port to primary output

[clocking]
post-cts-setup-buffers=0
cts_resized=0
cts.hold.buffers_added=0

[setup_path]
end_kind=primary output
startpoint_type=input port
critPathArrivalTime_ns=3.44
worstPathMaxFanout=1
path_class=input port to primary output
cp.required_ns=4.00

[place]
hpwl_um=512.1
dpl_cell_area_um2=307.8
io_buffers=14
place_inst=72
gp_congestion=0.7675

[job]
tool_warnings=32
maxCapViolations=0

[outcome]
status=completed

## worst max-delay path: stages
cell             delay (ns)
clkdlybuf4s50_1        0.43
fa_1                   0.44
fa_1                   0.39
inv_1                  0.08
fa_1                   0.18
fa_1                   0.41
inv_1                  0.06
clkdlybuf4s50_1        0.45
## routing by layer
| layer | track usage | up-vias |
|---|---|---|
| li1 | - | 56 |
| met1 | 0.01535 | 50 |
| met2 | 0.02648 | 9 |
| met3 | 0.01250 | 0 |
| met4 | 0 | 0 |
| met5 | 0 | - |
## area by class of cell
cell class | instances | area, um^2
fillers | 403 | 3108
multi-input cells | 4 | 80.08
repair buffers | 14 | 140.1
well taps | 46 | 57.56
inverters | 8 | 30.03
## logic make-up (layout without fill, tap and decap cells)
family | count (synthesis) | count (layout)
fa+ha+maj | 4 | 4
buf+inv | 12 | 22
## worst paths after layout
check	start	end	slack [ns]	cells past startpoint
hold / removal	b[3]	s[3]	3.06	5
setup / recovery	a[0]	s[3]	0.56	8
## metrics by stage
stage	hold WS (ns)	worst slack, ns
2_1_floorplan	2.214	1.458
3_5_place_dp	3.062	0.5489
4_1_cts	3.068	0.5492
5_1_grt	3.118	0.4483
3_3_place_gp	3.056	0.5589
6_report	3.057	0.5620
## placed cells by master (no fill, tap or decap)
cell / instances
clkdlybuf4s50_1: 14
fa_1: 4
inv_1: 8
## power by group through the flow
stage,clock (uW),combinational [uW],sequential [uW]
6_report,0,28.8,0
4_1_cts,0,29.7,0
5_1_grt,0,32.4,0
Power is estimated from default activity; no workload was simulated.
